File: /design/flow/design.v
module SPI_mnrch(clk, rst_n, wt_data, rd_data, done, MOSI, MISO, SCLK, SS_n, wrt);
input clk;
input rst_n;
input MISO;
input wrt;
input [15:0] wt_data;
output SCLK, MOSI;
output reg SS_n;
output reg done;
output [15:0] rd_data;
logic [3:0] bit_3_counter;
logic [15:0] bit_15_shft_reg;
logic [3:0] Div_SCLK;
logic finally_done;
logic bits_done;
logic shft;
logic sample;
logic shft_im;
logic ld_clk;
logic init;
logic MISO_SMPL;
typedef enum reg [1:0] {IDLE, FRONT_PORCH, WAIT, BACK_PORCH} state_t;
state_t state, nxt_state;
always_ff @ (posedge clk, negedge rst_n) begin
	if (!rst_n) begin
		state <= IDLE;
	end
	else begin
		state <= nxt_state;
	end
end
always_ff @(posedge clk, negedge rst_n) begin
	if (!rst_n )begin
			SS_n <= 1;
      end
	else if(init )begin
			SS_n  <= 0;
      end
	else if(finally_done)begin
			SS_n <= 1;
      end	
end
always_ff @(posedge clk, negedge rst_n) begin
	if (!rst_n ) begin
			done <= 0;
			end
	else if(init || !finally_done) begin
			done <= 0;
			end
	else if(finally_done) begin
			done <= 1;
			end
end
always_ff @ (posedge clk) begin
	if (init) begin
		bit_3_counter <= 4'b0000;
    end
	else if (shft) begin
		bit_3_counter <= bit_3_counter + 1;
    end
end
assign bits_done = & bit_3_counter[3:0];
always_ff @ (posedge clk) begin
	if (ld_clk)begin
		Div_SCLK <= 4'b1011;
    end
	else begin
		Div_SCLK <= Div_SCLK + 1;
    end
end
assign SCLK = Div_SCLK[3];
assign shft_im = (Div_SCLK == 4'b1111) ? 1:0; 
assign sample    = (Div_SCLK == 4'b0111) ? 1:0; 
always_ff @ (posedge clk) begin
	if (sample) begin
		MISO_SMPL <= MISO;
    end
end
assign MOSI = bit_15_shft_reg[15];
assign rd_data = bit_15_shft_reg;
always_ff @ (posedge clk) begin 
	if (init) begin
		bit_15_shft_reg <= wt_data;
    end
	else if (shft) begin
		bit_15_shft_reg <= {bit_15_shft_reg[14:0], MISO_SMPL};
    end
end
always_comb begin
	init = 0;
	shft = 0;
	finally_done = 0;
	ld_clk = 1;
	nxt_state = state;
	case (state)
	IDLE : begin
		if(wrt) begin
			init = 1;
			finally_done = 0;
			ld_clk = 0;
			shft = 0;
			nxt_state =  FRONT_PORCH;
		end
	end
	FRONT_PORCH : begin
		init = 0;
		ld_clk = 0;
		if(!shft_im && sample) 
			nxt_state = WAIT;
	end
	WAIT : begin
		ld_clk = 0;
		if(!shft_im && sample && bits_done) begin
			shft = 0;
			nxt_state = BACK_PORCH;
		end
		else if(shft_im && !sample) begin
			shft = 1;
		end
	end
	BACK_PORCH : begin
		if(shft_im && !sample && bits_done) begin
			init = 0;
			finally_done = 1;
			ld_clk = 1;
			shft = 1;
			nxt_state = IDLE;
		end
		else 
			ld_clk = 0;
	end
    endcase	
end
endmodule	
File: /design/flow/constraint.sdc
current_design SPI_mnrch

set clk_period 3.7
set clk_io_pct 0.2

create_clock -name clk0 -period $clk_period [get_ports {clk}]

set non_clock_inputs [all_inputs -no_clocks]
set_input_delay [expr $clk_period * $clk_io_pct] -clock clk0 $non_clock_inputs
set_output_delay [expr $clk_period * $clk_io_pct] -clock clk0 [all_outputs]
File: /design/flow/config.mk
export PLATFORM = sky130hd
export DESIGN_NAME = SPI_mnrch
export DESIGN_NICKNAME = SPI_mnrch
export VERILOG_FILES = /design/flow/design.v
export SDC_FILE = /design/flow/constraint.sdc
export NUM_CORES = 4
export LEC_CHECK = 1
export CORE_AREA = 10 10 96 96
export DIE_AREA = 0 0 106 106
File: /design/flow/run.sh
#!/bin/bash
# OpenROAD 26Q1-2900-gdf79404cd8, Yosys 0.63+post, stock flow scripts
make -C /OpenROAD-flow-scripts/flow DESIGN_CONFIG=/design/flow/config.mk WORK_HOME=/design/flow/orfs finish
==> results.txt <==
run results: Yosys Instances=95, CP Max Fanout=16, # Post-CTS Setup Buffers=0, Comb area=495 sq um, Hold/Removal Path Class=flop to flop, Core Util, Final=27.3%, GRT overflow=0, first-pass GRT wire length=4900 um, Largest stage delay, worst path=620 ps, Rel. slew slack=64.8%, CP max-delay cell=or4b_1, Port-buffer cells=39, max reg flops=16, Clock Tree Root=clkbuf_8, Final Hold Fails=0, yosys warning tally=1, setup ws final=1140 ps, Worst-path clk slew=60 ps, synthesized area=1370 sq um, Mean Syn Cell Area=14.4 sq um, RSZ-0062 raised after global routing=false, Peak supply drop=409 uV, critical path type=input pin to flop, number of antenna diodes=0, die area=11200 sq um, FP Util=19.0%, drt initial violations=51, Routed Antenna Nets=0, Die W=106 um, Vias=913, Finish-stage setup viols=0, cts repair resizes=0, kind of cell adding the most delay to the critical path=buffers and inverters, WL final=3070 um, Critical Path AT=2530 ps, Slew Limit Fails=0, tool warning count=25, hold path start=Div_SCLK[0], CP Launch Point=wrt, FF/Latch Area=823 sq um, worst slack at placement=828 ps, share of layout cells above drive strength 1=19.3%, WL/cell=12.9 um, hold_buf cts=0, initial antenna violation count=0, Die Span Y=106 um, site row count=31, Post-route DRC=0, R2R setup slack=1600 ps, FILL cells=761, r2r startpoint=state[3], CTS Buffer Depth=2, Yosys chip area=1370 sq um, synthesized instance count=95, total track usage=5.36%, total CTS buffers=5, clock sink count=31, cells along the critical path=clkdlybuf4s50_1 > or4b_1 > buf_4 > o21ai_1 > buf_4, Slew @ Worst Pin=522 ps, Tot Pwr=1370 uW, most frequent CP cell=buf_4, Max Cap Violations=0, vias per inst=3.82, # IOs=40, CP Capture Type=flop, core area=7210 sq um, Registers, synthesis=31, Worst Skew=4.24 ps, fin crit period=2560 ps, status=complete, no violations, Post-DP Area=1860 sq um, Layout area overhead=44.0%, PwrDens=697 nW/um^2, htree depth=2, CTS tree=done, pin count of the biggest net entering global routing=17, Fmax=0.391 GHz, fin area=1970 sq um, CP startpoint kind=input pin, leakage=0.000758 uW, Synth Seq Share=60.1%, HPWL after DPL=2250 um, Bufs and invs on worst path=3, GP Congestion=0.765, Late-Pin Clk Latency=280 ps, WP data required=3670 ps, vias in the first global route=943, Setup TNS=0 ps, fin crit share=69.2%, synth unique cells=35, First-pass DRT Iterations=3
==> logic make-up (layout without fill, tap and decap cells) <==
logic type	after synthesis	after routing	share of synthesized area (%)
mux	17	17	17.7
xor+xnor	2	2	1.28
compound gates	15	15	7.68
simple gates	20	20	7.68
flops	31	31	60.1
fa+ha+maj	2	2	1.83
buf+inv	8	53	3.66
==> area by class of cell <==
cell class,instances,share of cell area (%)
Sequential cell,31,41.8
Inverter,4,0.762
Multi-Input combinational cell,56,25.1
Clock buffer,5,3.49
Timing Repair Buffer,41,20.6
Clock inverter,3,1.97
Tap cell,99,6.29
==> cells in the final DEF (no fill, tap or decap), types with 3 or more instances in the layout <==
master / instances
nand3_1: 3
clkbuf_8: 5
mux2_4: 14
inv_1: 4
dfrtp_1: 4
nand2_1: 7
clkdlybuf4s50_1: 39
edfxtp_1: 17
dfxtp_1: 8
==> layer usage <==
layer	share of wire (%)	routed length (um)	vias to the layer above	global-route usage (%)
met5	0	0	-	0
met4	0.91	28	0	0.677
met3	11	338	5	2.94
met2	36	1100	39	6.98
met1	52	1610	427	7.83
li1	-	-	442	-
==> path summary, 6_finish.rpt <==
path                                            to  depth (start not counted)
worst max-delay path            bit_15_shft_reg[6]                          5
worst min-delay path                   Div_SCLK[0]                          1
worst max register to register  bit_15_shft_reg[6]                          4
worst min register to register         Div_SCLK[0]                          1
max in group asynchronous                 state[0]                          1
min in group asynchronous                     done                          1
==> synthesized netlist by cell type, drive strengths merged <==
cell,count,area [sq um]
edfxtp,17,510
mux2,16,233
dfxtp,8,160
nand2,7,26.3
buf,4,35.0
dfrtp,4,100
inv,4,15.0
nand3,3,15.0
o21ai,3,15.0
and3,2,12.5
dfstp,2,52.6
ha,2,25.0
nor2,2,7.51
o211ai,2,15.0
o31ai,2,15.0
a21o,1,7.51
a21oi,1,5.00
a22o,1,8.76
a31oi,1,6.26
a41oi,1,8.76
and3b,1,8.76
mux2i,1,10.0
nand2b,1,6.26
nand4,1,6.26
nor4,1,6.26
o22ai,1,6.26
o2bb2ai,1,8.76
o311ai,1,8.76
or3,1,6.26
or4b,1,10.0
xnor2,1,8.76
xor2,1,8.76
==> stage by stage <==
step | instances | hold slack, ps
4_1_cts | 239 | 405
5_1_grt | 239 | 463
3_3_place_gp | 231 | 389
3_5_place_dp | 231 | 390
6_report | 239 | 407
2_1_floorplan | 95 | 376
==> report_power, final <==
| group | internal, uW | switching [uW] | leakage (uW) | total, uW |
|---|---|---|---|---|
| sequential | 513 | 74.6 | 0.000298 | 588 |
| clock | 197 | 124 | 0.0000556 | 321 |
| combinational | 296 | 169 | 0.000404 | 465 |
| total | 1010 | 367 | 0.000758 | 1370 |
Power and IR drop assume default switching activity.
