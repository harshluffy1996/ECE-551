==> design/flow/design.v <==
module PID(ptch, ptch_rt,rider_off, pwr_up,vld, PID_cntrl, clk, rst_n, ss_tmr);
input clk, rst_n;
input rider_off, pwr_up, vld;
input signed [15:0] ptch, ptch_rt;
output signed [11:0] PID_cntrl;
output reg [7:0] ss_tmr;
reg [17:0] integrator;
reg vld_ov, ovf_no;
logic signed [9:0]  ptch_err_sat;
logic signed [14:0] P_term, I_term;
logic signed [12:0] D_term;
logic signed [15:0] PID_inter;
logic signed [17:0] ptch_err_sat_signExt;
logic signed [17:0] ptch_err_sat_SEA;
logic signed [17:0] vld_integrator;
logic signed [17:0] rider_off_CI;
logic signed [26:0] ss_tmr_old, tmr, ss_tmr_new;
logic [8:0] tmr_inc;
localparam P_COEFF = 5'h0C;
parameter fast_sim =1;
generate if(fast_sim) begin
assign tmr_inc = 9'h100;
assign I_term = (~integrator[17] && |integrator[16:14]) ? 15'h3FFF :
		        (integrator[17] && ~&integrator[16:14]) ? 15'h8000 :					
	 	         integrator[15:1];
end
		else begin
			assign tmr_inc = 9'h001;
			assign I_term = {{3{integrator[17]}},integrator[17:6]};
end
endgenerate
assign ptch_err_sat =   (~ptch[15] && |ptch[14:9]) ? 10'h1FF :	
						(ptch[15] && ~&ptch[14:9]) ? 10'h200 :
			 			ptch[9:0];				
assign P_term = ptch_err_sat*$signed(P_COEFF);
assign D_term = ~{{3{ptch_rt[15]}},ptch_rt[15:6]};		
assign PID_inter = {{{1{P_term[14]}}, P_term} + {{1{I_term[14]}}, I_term} + {{3{D_term[12]}}, D_term}}; 
assign PID_cntrl = (~PID_inter[15] && |PID_inter[14:11]) ? 12'h7FF :
		    		(PID_inter[15] && ~&PID_inter[14:11]) ? 12'h800 :					
			    	PID_inter[11:0];
assign ptch_err_sat_signExt = {{8{ptch_err_sat[9]}},ptch_err_sat} ;
assign ptch_err_sat_SEA = ptch_err_sat_signExt + integrator;
assign vld_integrator = vld_ov? (ptch_err_sat_signExt + integrator) : integrator;
assign rider_off_CI = (!rider_off) ?  vld_integrator : 18'h00000;
always_ff@(posedge clk) begin
	if(!rst_n)
		integrator<=0;
	else
		integrator<=rider_off_CI;
end
assign vld_ov= vld & ~ovf_no;
assign ovf_no= {~ptch_err_sat_signExt[17] && ~integrator[17] && ptch_err_sat_SEA[17]} || {ptch_err_sat_signExt[17] && integrator[17] && ~ptch_err_sat_SEA[17]};
always_ff @(posedge clk, negedge rst_n) begin
	if (!rst_n)
		ss_tmr_old<=0;
	else ss_tmr_old <= ss_tmr_old;
end
assign tmr = &ss_tmr_old[26:8]? ss_tmr_old :ss_tmr_old + tmr_inc;
assign ss_tmr_new = pwr_up?tmr : 27'h0000000;
assign ss_tmr = ss_tmr_new[26:19];
endmodule
==> design/flow/run.sh <==
#!/bin/bash
# OpenROAD 26Q1-2900-gdf79404cd8, Yosys 0.63+post, stock flow scripts
make -C /OpenROAD-flow-scripts/flow DESIGN_CONFIG=/design/flow/config.mk WORK_HOME=/design/flow/orfs finish
==> design/flow/config.mk <==
export PLATFORM = sky130hd
export DESIGN_NAME = PID
export DESIGN_NICKNAME = PID
export VERILOG_FILES = /design/flow/design.v
export SDC_FILE = /design/flow/constraint.sdc
export NUM_CORES = 4
export LEC_CHECK = 1
export CORE_UTILIZATION = 40
==> design/flow/constraint.sdc <==
current_design PID

set clk_period 22.0
set clk_io_pct 0.2

create_clock -name clk0 -period $clk_period [get_ports {clk}]

set non_clock_inputs [all_inputs -no_clocks]
set_input_delay [expr $clk_period * $clk_io_pct] -clock clk0 $non_clock_inputs
set_output_delay [expr $clk_period * $clk_io_pct] -clock clk0 [all_outputs]
==> out/qor.txt <==
Unique cell types: 57
vias: 3,063
Regs by FF count: integrator: 18 flops
drt total wl: 7.16 mm
status: completed
die area: 0.00924 sq mm
DRT Pass-1 Iters: 5
ys async rst share: 0%
register share of total power: 11.3%
#FFs+latches synth: 18
die height: 96.1 um
stage-log warning count: 33
layout cells sized above 1: 4.10%
# Cells Yosys: 452
unrepaired setup endpoints after global routing: false
Area leader share: 18.4%
R2R cell count: 10
placed cells: 590
Leak: 1.83 nW
Area growth syn-to-layout: 15.0%
largest net degree at the start of global routing: 21
total core area: 0.00838 sq mm
die width: 96.1 um
crit path max-delay cell type: clkdlybuf4s50_1
Reg clk slew, reported paths: 60 ps
# rows: 33
HP Start: integrator[0]$_SDFFE_PP0P_
switching share of total power: 44.0%
gr ovfl total: 0
antenna-violating nets left: 0
post-cts repair resize count: 0
gpl congestion: 0.790
CP bufs+invs: 4
global-route wire length before repair: 12.5 mm
Final WS setup: 6410 ps
routed wire length per instance: 12.1 um
Slew HR: 52.9%
yosys synthesis chip area: 0.00354 sq mm
Mapped Area: 0.00354 sq mm
Int Power: 0.178 mW
antenna violations before repair: 0
Min-Delay Path Depth: 2
drt via density: 5.17
Highest Clock Rate: 0.0641 GHz
Main area contributors: ha_1 18%, dfxtp_1 10%, fa_1 9.0%
Synth top cell by count: ha_1
syn_area_per_cell: 7.84 sq um
Setup TNS Final: 0 ps
synth cell count leaders: 52 x ha_1, 50 x inv_1, 35 x nor2_1
synth warn: 5
area leader, netlist: ha_1
Post-synth EDFFs: 0
root buffer cell: clkbuf_8
final cell count without fillers: 593
Slew Viols, Final: 0
flop-to-flop setup slack: 18,950 ps
DP HPWL: 6.14 mm
Filler cells: 830
vias in the first global route: 2,843
sequential cell area fraction in the yosys report: 10.2%
critical path arrival: 11,190 ps
critical path class: primary input to output port
Final Hold Slack: 504 ps
Comb power frac: 81.7%
Sw Pwr: 0.140 mW
number of max-cap violations: 0
initial drt markers: 67
final hold violations: 0
Final period util: 70.9%
Ports: 57
gr usage total: 17.0%
Synth Instances: 452
clock tree sinks: 18
CP peak stage delay: 750 ps
Max clock buf depth: 2
Worst Setup Slack post-DPL: 6330 ps
VDD IR max: 40.5 uV
worst r2r src: integrator[3]$_SDFFE_PP0P_
setup bufs post-CTS: 0
register with the most flip-flops: integrator
TritonCTS Buffers: 3
post-layout util: 48.6%
fp util: 42.3%
worst-path fanout max: 15
Residual DRC: 0
WHS Endpoint: integrator[0]$_SDFFE_PP0P_
clock skew: 2.18 ps
# diodes: 0
Worst Setup End Kind: output port
Worst setup SP type: primary input
Worst path top cell family by delay: AND-OR/OR-AND gates
PD cells: 78.1 mW/mm^2
clock share of power: 7.0%
reg2reg end: integrator[12]$_SDFFE_PP0P_
fin crit period: 15,590 ps
Buffers on Ports: 41
CTS tree: built
worst slew pin tran: 704 ps
Worst Path Required: 17,600 ps
Hold/Removal Path Class: register to register
Largest register FFs: 18
final setup violation count: 0
CTS HTree Levels: 1
main flop type: dfxtp_1
Clk Latency, worst-skew pair: 250 ps
hold_buf cts: 0
-- kinds of logic after synthesis --
group	count (synthesis)	synth area share, %
compound gates	133	25.1
simple gates	120	17.7
fa+ha+maj	68	27.4
buf+inv	68	8.12
xor+xnor	29	7.17
flops	18	10.2
mux	15	4.24
other cells	1	0.106
-- stage by stage --
step / instance area (sq um) / power [mW]
2_1_floorplan: 3570 / 0.219
3_3_place_gp: 4030 / 0.296
3_5_place_dp: 4030 / 0.299
4_1_cts: 4080 / 0.323
5_1_grt: 4080 / 0.356
6_report: 4080 / 0.318
-- how the worst max path moves through the flow --
stage / slack (ps) / end / depth (start not counted) / start
4_1_cts: 6320 / PID_cntrl[9] / 25 / ptch[15]
5_1_grt: 5770 / PID_cntrl[9] / 25 / ptch[15]
6_report: 6410 / PID_cntrl[9] / 25 / ptch[15]
-- power by group through the flow --
| stage | Combinational [mW] | Clock, mW | Sequential (mW) |
|---|---|---|---|
| 5_1_grt | 0.294 | 0.0252 | 0.0361 |
| 6_report | 0.260 | 0.0224 | 0.0359 |
| 4_1_cts | 0.264 | 0.0234 | 0.0358 |
-- metal layers --
metal | vias up | track usage [%] | wire length (um)
li1 | 1653 | - | -
met1 | 1364 | 25.1 | 3700
met2 | 42 | 28.8 | 3210
met3 | 4 | 1.04 | 185
met4 | 0 | 1.74 | 65
met5 | - | 0 | 0
-- area by class of cell --
type	instances	area, sq um	area share (%)
clock buffer	3	41.3	1.01
inverter	51	191	4.70
multi-input combinational	373	2930	71.8
sequential	18	360	8.84
tap	105	131	3.22
timing repair buffer	43	425	10.4
-- cell usage in the layout (no fill, tap or decap), drive strengths merged, types with 3 or more instances in the layout --
cell type	count
ha	52
inv	51
clkdlybuf4s50	41
o21ai	40
nor2	36
a21oi	32
o21a	19
xnor2	19
nand2	18
dfxtp	18
fa	16
mux2i	15
nand2b	14
nand3	13
xor2	10
nor3	10
a21o	8
conb	8
o211ai	7
nor2b	7
a211oi	6
o31a	4
nor4	4
and2	4
nand4	3
a31oi	3
clkbuf	3
-- worst register-to-register path, cell delays in order (launching register included) --
cell and delay, ps:
dfxtp_1 340, ha_1 370, nand3_1 90, o211ai_1 340, a21oi_1 220, o31a_1 370, o211ai_1 330, mux2i_2 240
buf_4 320, mux2i_1 240, nor2_1 50
Power and IR drop assume default switching activity.
