**design/flow/constraint.sdc**
```tcl
current_design SegwayMath

set clk_period 20.8
set clk_io_pct 0.2

create_clock -name clk0 -period $clk_period

set non_clock_inputs [all_inputs -no_clocks]
set_input_delay [expr $clk_period * $clk_io_pct] -clock clk0 $non_clock_inputs
set_output_delay [expr $clk_period * $clk_io_pct] -clock clk0 [all_outputs]
```
**design/flow/run.sh**
```bash
#!/bin/bash
# OpenROAD 26Q1-2900-gdf79404cd8, Yosys 0.63+post, stock flow scripts
make -C /OpenROAD-flow-scripts/flow DESIGN_CONFIG=/design/flow/config.mk WORK_HOME=/design/flow/orfs finish
```
**design/flow/config.mk**
```make
export PLATFORM = sky130hd
export DESIGN_NAME = SegwayMath
export DESIGN_NICKNAME = SegwayMath
export VERILOG_FILES = /design/flow/design.v
export SDC_FILE = /design/flow/constraint.sdc
export NUM_CORES = 4
export LEC_CHECK = 1
export CORE_UTILIZATION = 50
```
**design/flow/design.v**
```verilog
module SegwayMath(PID_cntrl, ss_tmr, steer_pot, en_steer, pwr_up, lft_spd, rght_spd, too_fast, clk, rst_n);
input clk, rst_n;
input signed [11:0] PID_cntrl; 
input [11:0] steer_pot;
input  [7:0] ss_tmr;
input signed en_steer, pwr_up;
output signed [11:0] lft_spd, rght_spd;
output signed too_fast;
logic signed [19:0] PID_SS_inter;
logic signed [11:0] steer_pot;
logic signed [11:0] steer_pot_inter;
logic signed [11:0] steer_pot_scaled;
wire signed  [12:0] steer_control;
logic signed [11:0] PID_ss;
logic signed [12:0] lft_steer_cntrl, rght_steer_cntrl;
logic signed [12:0] lft_torque, rght_torque;
logic signed [12:0] PID_ss_new;
logic signed [11:0] steer_control_div;
logic signed [12:0] lft_torque_high, lft_torque_comp, lft_torque_CF;
logic signed [12:0] lft_shaped,rght_shaped;
logic signed [12:0] rght_torque_high, rght_torque_comp, rght_torque_CF;
logic [12:0] lft_torque_abs;
logic [12:0] rght_torque_abs;
localparam  Coeff = 12'h7FF,
	        MIN_DUTY = 13'h3C0,
            LOW_TORQUE_BAND = 8'h3C,
            GAIN_MULT = 6'h10;
assign PID_SS_inter =  $signed({1'b0,ss_tmr})*PID_cntrl;    
assign PID_ss = {PID_SS_inter[19:8]};
assign steer_pot_scaled = (steer_pot >= 12'hE00) ?  12'hE00 : (steer_pot <= 12'h200) ?
                           12'h200 : steer_pot; 
assign steer_pot_inter = steer_pot_scaled - $signed(Coeff); 
assign steer_control_div = {{{3{steer_pot_inter[11]}},steer_pot_inter[11:3]}} + {{{4{steer_pot_inter[11]}},steer_pot_inter[11:4]}};  
assign steer_control = {steer_control_div[11], steer_control_div}; 
assign PID_ss_new = {1{PID_ss[11], PID_ss}};				
assign lft_steer_cntrl = PID_ss_new + steer_control;
assign rght_steer_cntrl = PID_ss_new - steer_control;
assign lft_torque = (en_steer) ? lft_steer_cntrl : PID_ss_new;		
assign rght_torque = (en_steer) ? rght_steer_cntrl : PID_ss_new;	
assign lft_torque_comp = (lft_torque[12]) ? lft_torque - MIN_DUTY : lft_torque + MIN_DUTY; 
assign lft_torque_high = lft_torque*$signed(GAIN_MULT);
assign lft_torque_abs = (lft_torque[12]) ? (~(lft_torque) +1) : lft_torque;
assign lft_torque_CF = (lft_torque_abs > LOW_TORQUE_BAND) ? lft_torque_comp : lft_torque_high;
assign lft_shaped = (pwr_up) ? lft_torque_CF : 13'h0000;
assign lft_spd =   (~lft_shaped[12] && |lft_shaped[11]) ? 12'h7FF :
				   (lft_shaped[12] && ~&lft_shaped[11]) ? 12'h800 :
					lft_shaped[11:0]; 
assign rght_torque_comp = (rght_torque[12]) ? rght_torque - MIN_DUTY : rght_torque + MIN_DUTY; 
assign rght_torque_high = rght_torque*$signed(GAIN_MULT);	
assign rght_torque_abs = (rght_torque[12]) ? (~(rght_torque) +1) : rght_torque;
assign rght_torque_CF = (rght_torque_abs > LOW_TORQUE_BAND) ? rght_torque_comp : rght_torque_high;
assign rght_shaped = (pwr_up) ? rght_torque_CF : 13'h0000;
assign rght_spd=   (~rght_shaped[12] && |rght_shaped[11]) ? 12'h7FF :
						  (rght_shaped[12] && ~&rght_shaped[11]) ? 12'h800 :
						   rght_shaped[11:0];
assign too_fast = (lft_spd > $signed(12'd1792) || rght_spd > $signed(12'd1792)) ? 1'b1 : 1'b0;
endmodule
```
==> deck_impl_summary.md <==
Run Summary

Finish
  • Area Overhead vs Synth: 8.90%
  • Final Core Density: between 50% and 60%
  • Share of layout cells above drive strength 1: under 10%
  • Flop area: 0 µm²
  • Flops: 0
  • Final design area excluding fillers: about 8000 µm²
  • Number of standard cells in the layout, taps in and fillers out: 1210
  • CLK BUF: 0
  • Number of fill cells in the layout: around 1.4k

Logic synthesis
  • Syn Area/Cell: about 7.5 µm²
  • Syn Inst Count: 1005
  • Sequential area share after synthesis: 0%
  • Yosys chip area: 7490 µm²
  • Largest type area fraction: 21.4%
  • Most frequent cell after synthesis: sky130_fd_sc_hd__inv_1
  • Cell type with the highest aggregate area in the netlist: sky130_fd_sc_hd__fa_1
  • Post-synth design cell area: 7490 µm²
  • Top cells by area: sky130_fd_sc_hd__fa_1, sky130_fd_sc_hd__ha_1, sky130_fd_sc_hd__inv_1
  • Number of cells in the yosys synthesis report: 1005
  • Number of distinct library cells after synthesis: 79
  • Number of warning messages in the yosys log: 0
  • List of most frequent post-synthesis cells: sky130_fd_sc_hd__inv_1, sky130_fd_sc_hd__nand2_1, sky130_fd_sc_hd__fa_1, sky130_fd_sc_hd__ha_1, sky130_fd_sc_hd__nor2_1

Critical path
  • Critical Path Start: ss_tmr[2]
  • CP Capture Type: output port
  • Buffer and inverter count on the worst path: 6
  • CP max stage cell: sky130_fd_sc_hd__clkdlybuf4s50_1
  • CP Class: input pin to output port
  • Crit path max fanout: 12
  • Stages on the worst setup path: 37
  • Critical Path End: too_fast
  • Arrival time worst endpoint: ~14 ns
  • Highest cell delay on the worst timing path: around 0.76 ns
  • Top delay family on crit path: adder cells
  • Data required time of the critical path: 16.64 ns
  • Kind of start point of the critical path: input pin

Die
  • Die y size: between 100 and 150 µm
  • Core Box Area: about 15000 µm²
  • Chip area: about 15000 µm²
  • Core utilization before placement: between 50% and 60%
  • Std cell rows: 44
  • Number of I/O pins: 61
  • Die width: 124 µm

Global routing
  • Total track usage: 25.8%
  • Number of global-route vias before repair: between 6k and 7k
  • Antenna violations before repair: 0
  • Pin count of the biggest net entering global routing: 43
  • Aggregate global routing overflow: 0
  • Wire length of the first global-routing pass: about 32000 µm

Outcome
  • Run status: completed

STA
  • Tcrit/Tclk final: between 80 and 90%
  • Worst slew slack as a fraction of its limit: between 40% and 50%
  • Setup repair after global routing missed its margin: no
  • Final hold viol count: 0
  • Shortest clock period the worst path allows after layout: approximately 18 ns
  • Tightest hold margin: slightly below 10 ns
  • Transition time at the pin with the least slew margin: 0.772 ns
  • Setup violators final: 0
  • Setup TNS Final: 0 ns
  • Final Max Slew Viols: 0
  • Maximum achievable frequency: 54.5 MHz
  • Final WS setup: roughly 2.5 ns

Place
  • Port Buffers: approximately 59
  • Post-placement worst setup slack: around 2.5 ns
  • Final HPWL DP: 15800 µm
  • Placed cell areas: between 8000 and 9000 µm²
  • Gp weighted congestion: 0.962
  • Placed insts: between 1k and 1.5k

Drt
  • Routed WL: about 19000 µm
  • DRC marker count from the first detailed-route iteration: roughly 420
  • Antenna Nets Post-Route: 0
  • Length of the first detailed-routing pass in iterations: 5
  • Routed via count: about 6.9k
  • Post-detailed-route DRC marker count: 0
  • Diodes inserted: 0
  • Per-cell routed wire length: around 15 µm
  • Routed via count divided by cell count: 5.73

Run
  • Number of logged tool warnings: 46
  • Number of maximum-capacitance violations: 0

Clock network
  • Hold bufs inserted after CTS: 0
  • Number of gates given a new drive strength after cts: 0
  • Buffers inserted by post-CTS timing repair: 0

Min path
  • Classification of the worst-slack hold path: input pin to output port
==> layer usage <==
metal  vias to the layer above  GRT usage [%]  wire length [µm]
met1                      3242           42.7              9610
met2                       164           40.1              8280
met5                         -              0                 0
li1                       3521              -                 -
met3                         4           1.80               685
met4                         0          0.709                62
==> kinds of logic after synthesis <==
kind of cell             share of synthesized area (%)
adder cells (fa/ha/maj)                           35.6
buffers and inverters                             8.96
multiplexers                                      2.85
AND-OR/OR-AND                                     23.1
AND/OR/NAND/NOR                                   23.9
XOR/XNOR                                          5.59
==> layout by cell type, fill, tap and decap left out, types with 13 or more instances in the layout <==
cell type / count
sky130_fd_sc_hd__a21oi_1: 55
sky130_fd_sc_hd__nand2_1: 106
sky130_fd_sc_hd__ha_1: 79
sky130_fd_sc_hd__fa_1: 80
sky130_fd_sc_hd__inv_1: 126
sky130_fd_sc_hd__nor3_1: 18
sky130_fd_sc_hd__and2_1: 54
sky130_fd_sc_hd__o21ai_0: 41
sky130_fd_sc_hd__o211ai_1: 17
sky130_fd_sc_hd__xnor2_1: 35
sky130_fd_sc_hd__nand3_1: 14
sky130_fd_sc_hd__nor2_1: 70
sky130_fd_sc_hd__a211oi_1: 13
sky130_fd_sc_hd__a21o_1: 14
sky130_fd_sc_hd__clkdlybuf4s50_1: 59
sky130_fd_sc_hd__nand2b_1: 13
==> area by class of cell <==
class                      instances  area, µm²  area share (%)
inverter                         130        488            5.98
timing repair buffer              63        621            7.60
multi-input combinational        833       6820            83.6
tap                              184        230            2.82
==> how the worst min path moves through the flow <==
stage	from	to	slack (ns)	depth (start not counted)
after CTS	pwr_up	lft_spd[3]	9.62	4
after global routing	pwr_up	rght_spd[10]	9.70	4
final	pwr_up	lft_spd[3]	9.61	4
